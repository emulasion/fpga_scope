==> design/flow/run.sh <==
#!/bin/bash
# OpenROAD 26Q1-2900-gdf79404cd8, Yosys 0.63+post, stock flow scripts
make -C /OpenROAD-flow-scripts/flow DESIGN_CONFIG=/design/flow/config.mk WORK_HOME=/design/flow/orfs finish
==> design/flow/config.mk <==
export PLATFORM = sky130hd
export DESIGN_NAME = knob_counter_12bit
export DESIGN_NICKNAME = knob_counter_12bit
export VERILOG_FILES = /design/flow/design.v
export SDC_FILE = /design/flow/constraint.sdc
export NUM_CORES = 4
export LEC_CHECK = 1
export CORE_UTILIZATION = 50
==> design/flow/constraint.sdc <==
current_design knob_counter_12bit

set clk_period 7.8
set clk_io_pct 0.2

create_clock -name clk0 -period $clk_period [get_ports {clk}]

set non_clock_inputs [all_inputs -no_clocks]
set_input_delay [expr $clk_period * $clk_io_pct] -clock clk0 $non_clock_inputs
set_output_delay [expr $clk_period * $clk_io_pct] -clock clk0 [all_outputs]
==> design/flow/design.v <==
module knob_counter_12bit(clk,
                          en,
                          rot_A,
                          rot_B,
                          rot_center,
                          start_value,
                          step,
                          lower_limit,
                          upper_limit,
                          out
                          );
input clk;
input en;
input rot_A;
input rot_B;
input rot_center;
input [11:0] start_value;
input [11:0] step;
input [11:0] lower_limit;
input [11:0] upper_limit;
output [11:0] out;
reg [12:0] count;
assign out = count[11:0];
reg [1:0] status;
reg init = 1;
always @(posedge clk) begin
    if (init) begin
        count = start_value;
        init = 0;
    end
    else begin
        if (en) begin
            if (rot_center) begin
                count = start_value;
            end
            else begin
                if (!rot_A & !rot_B) begin
                    status = 2'b00;
                end else if (status != 2'b10) begin
                    if (!rot_A & rot_B)
                        status = 2'b01;
                    else if (rot_A & !rot_B)
                        status = 2'b11;
                    else if (rot_A & rot_B) begin
                        if (status == 2'b01) begin
                            status = 2'b10;
                            if (count <= (upper_limit - step)) begin
                                count = count + step;
                            end
                        end else if (status == 2'b11) begin
                            status = 2'b10;
                            if (count >= (lower_limit + step)) begin
                                count = count - step;
                            end
                        end
                    end
                end
            end
        end
    end
end
endmodule
==> run notes <==
flow finished, numbers: Final Setup Violations=0, number of global-route vias before repair=around 3.1k, Worst path top cell family by delay=AND-OR/OR-AND gates, most common cell in the synthesized netlist=ha_1, fp_density=~52%, met1 Use GR=42.5%, met3 Usage GRT=2.11%, clock sink count=17, Gate power share=70.6%, EDFF count, synth=12, most frequent cells after synthesis=ha_1, nand2_1, inv_1, Min-Delay Startpoint=init, Vert. Die Dim=84.1 um, filler cell count=580, Total GRT Usage=between 20% and 30%, Max Cap Viol=0, worst clock skew=0.00376 ns, RSZ-0062 raised after global routing=false, Iteration-0 DRC Markers=around 140, Peak VDD IR=approximately 0.00016 V, post-detailed-route count of antenna-violating nets=0, YS chip area=approximately 0.0034 mm2, CP max FO=12, critical path cell sequence=clkdlybuf4s50_1 -> ha_1 -> inv_1 -> fa_1 -> nor2b_1 -> o21ai_0 -> a21boi_0 -> o21ai_0 -> a2111oi_0 -> o22ai_1 -> ha_1 -> a2111oi_0 -> o21ai_0 -> a21oi_1 -> o31ai_1 -> o21ai_0 -> o21bai_1 -> buf_4, Registers, synthesis=17, Ant. Diodes=0, status=complete, no violations, count of tool warnings=29, synth unique cells=~59, Worst Setup Path Type=primary input to register, sequential power share=between 20% and 30%, CP arrival=roughly 5.6 ns, HPWL after DPL=just under 7000 um, Die Width=~84 um, r2r startpoint=status[2], Vias=between 3k and 4k, final worst slack=between 2 and 2.5 ns, Dominant comb cell=adder cells, fin. max-slew vios=0, fin cells=around 560, fin crit period=around 5.6 ns, GRT met2 Usage=about two fifths, r2r endpoint=count[10], CTS buffer count=3, post-synth top area share=roughly a quarter, drt first pass iters=23, Bufs on Longest Clock Path=2, adder share=26.7%, via/cell ratio=~5.7, H-tree depth=1, Startpoint Class=primary input, DRT Wirelength=8350 um, CP max stage delay=slightly above 0.6 ns, Worst Setup End Kind=register, cell area after synthesis=around 0.0034 mm2, Min-Delay Path Depth=1, root buf cell=clkbuf_8, grt ovf=0, hold endpoint=count[12], setup bufs post-CTS=0, TritonCTS clock tree=built, largest net degree at the start of global routing=26, die area=around 0.0071 mm2, P per Cell Area=181 mW/mm2, Fmax=between 0.15 and 0.2 GHz, grt peak-use layer=met1, NetSw=roughly 330 uW, r2r worst-path depth=8, Min-Delay Path Class=register to register, Synth Seq Share=approximately 14%, post-synth top area cell=ha_1, Setup TNS=0 ns, number of cells in Yosys stat=roughly 430, Buffers & Inverters on Critical Path=3, Clock Latency Late Sink=approximately 0.25 ns, gpl congestion=approximately 0.90, power share of the clock group=~9%, slew margin rel.=a little over two fifths, Syn-to-layout area delta=20.3%, DP Worst Slack=around 1.9 ns, crit path DRT=between 7 and 8 ns, sw frac=45.4%, XOR Share, Synth=a little over 8%, share of cells above drive strength 1=3.13%, Synth Area per Inst=approximately 7.9 um2, first-pass GRT wire length=between 10000 and 15000 um, critical path's slowest cell=clkdlybuf4s50_1, IO Pins=roughly 65, ys async rst share=0%, synth top area cells=ha_1, edfxtp_1, xnor2_1, a21oi_1, nand2_1, # resized after CTS=0, Syn Inst Count=428, DRC viols=0, YS warnings=1, post-route clock period utilization=71.7%, antenna violations before repair=0, final hold violations=0, Row Count=29, slew of the pin with the lowest slew margin=a little under 0.9 ns, Int Pwr=~400 uW, aoi share=approximately a quarter, routed len/inst=15.0 um, Synth mux share=0.334%, number of instances in the placed design=between 500 and 600, Top FF cell, synth=edfxtp_1, Simple Share, Synth=approximately 20%, total core area=between 0.006 and 0.007 mm2, Clock Pin Slew Worst Setup and Hold Paths=~0.07 ns, CP most frequent cell=o21ai_0, hold buffers post-CTS=0, reg-to-reg setup timing slack=~5.0 ns, Leak=0.00180 uW, Port-buffer cells=around 64
## layout by cell type, fill, tap and decap left out, types with 7 or more instances in the layout
cell and n:
nor3_1 14, nor2_1 25, o21ai_0 26, xor2_1 10, inv_1 36, nand2b_1 9
ha_1 67, nand2_1 37, nor2b_1 9, a21o_1 7, o31ai_1 7, a21oi_1 31
nand3_1 10, clkdlybuf4s50_1 64, xnor2_1 22, edfxtp_1 12
## stage by stage
| step | hold slack (ns) | cell area, um2 | total power [uW] | utilization [%] |
|---|---|---|---|---|
| final | 0.460 | 4050 | 735 | 63.1 |
| after global routing | 0.486 | 4050 | 818 | 63.1 |
| after CTS | 0.460 | 4050 | 734 | 63.1 |
| after detailed placement | 0.447 | 4010 | 662 | 62.4 |
| after global placement | 0.452 | 4010 | 659 | 62.4 |
| after floorplan | 0.419 | 3370 | 526 | - |
## cells by family (layout without fill, tap and decap cells)
group,count (synthesis),count (layout)
AOI/OAI and AO/OA,121,121
xor gates and xnor gates,32,32
adders and majority gates,70,70
buffers and inverters,54,106
DFF,17,17
muxes,1,1
other,1,1
and+or+nand+nor,132,132
## sequential cells by signal (all words and copies together) (netlist names)
register	count
count	13
status	3
init	1
## worst max-delay path by stage
stage	start	endpoint	slack (ns)	depth (start not counted)
4_1_cts	step[1]	count[3]	2.19	17
6_report	step[0]	count[5]	2.21	18
5_1_grt	step[0]	count[4]	1.78	18
## routing by layer
metal  share of wire [%]  up-vias  routed length [um]
met5                   0        -                   0
met4                 1.0        0                  85
met3                 5.1        5                 427
met2                  42       84                3550
met1                  51     1406                4290
li1                    -     1669                   -
## cell type report
| class | count | area (um2) | share of cell area (%) |
|---|---|---|---|
| Timing Repair Buffer | 66 | 656 | 16.2 |
| Sequential cell | 17 | 460 | 11.4 |
| Clock buffer | 4 | 45.0 | 1.11 |
| Tap cell | 77 | 96.3 | 2.38 |
| Multi-Input combinational cell | 357 | 2660 | 65.6 |
| Inverter | 36 | 135 | 3.33 |
## power groups by stage
stage / clock network [uW] / registers (uW) / logic (uW)
global route: 72.5 / 154 / 592
CTS: 68.6 / 150 / 516
finish: 66.2 / 149 / 519
## worst register-to-register path, stage by stage (launching register included)
cell and delay (ns):
dfxtp_1 0.52, mux2_2 0.42, fa_1 0.46, a211oi_1 0.33
o21a_1 0.27, o31ai_1 0.10, a21oi_1 0.19, xor2_1 0.18
o21ai_0 0.09
Power and IR drop assume default switching activity.
