### ./design.v
module ad_converter_amplifier(clk,
                              sampling_clk,
                              amp_spi_clk,  
                              gain_ch1,
                              gain_ch2,
                              ADC_OUT,
                              SPI_SCK,
                              AD_CONV,
                              SPI_MOSI,
                              AMP_CS,
                              adc_dout_ch_1,
                              adc_dout_ch_2
                              );
input clk;
input sampling_clk;
input amp_spi_clk;
input [3:0] gain_ch1;  
input [3:0] gain_ch2;  
input ADC_OUT;
output SPI_SCK;
output AD_CONV;
output reg SPI_MOSI = 0;
output reg AMP_CS;
output reg [13:0] adc_dout_ch_1 = 0;
output reg [13:0] adc_dout_ch_2 = 0;
reg [7:0] old_gains = 0;
reg [7:0] gains_buf = 0;
reg amp_serial_busy = 0;
reg [3:0] gain_bit_cnt = 0;
reg [3:0] holf_off_cnt = 0;
reg old_amp_spi_clk;
wire amp_busy;
assign amp_busy = (holf_off_cnt != 0);
assign SPI_SCK = amp_busy? amp_spi_clk : clk;
always @(posedge clk) begin
    if ((old_gains != {gain_ch2, gain_ch1}) && !amp_serial_busy && (holf_off_cnt == 0)) begin
        amp_serial_busy <= 1;
        holf_off_cnt <= 15;
        gains_buf <= {gain_ch2, gain_ch1};
    end
    else if (amp_serial_busy) begin
        if (old_amp_spi_clk && !amp_spi_clk) begin
            if (gain_bit_cnt == 8) begin
                AMP_CS <= 1;
                amp_serial_busy <= 0;
                gain_bit_cnt <= 0;
            end
            else begin
                AMP_CS <= 0;
                gain_bit_cnt <= gain_bit_cnt + 1;
                gains_buf <= gains_buf << 1; 
                SPI_MOSI <= gains_buf[7];
            end
        end
    end
    if (old_amp_spi_clk && !amp_spi_clk) begin        
        if (holf_off_cnt > 0) begin
            holf_off_cnt <= holf_off_cnt - 1;
        end
    end
    if (holf_off_cnt == 0) begin
        old_gains <= {gain_ch2, gain_ch1};    
    end
    old_amp_spi_clk <= amp_spi_clk;
end
reg old_sampling_clk;
reg clk_sync_ad_conv = 0;
reg [5:0] adc_serial_cnt = 0;
reg [13:0] buf_adc_dout_ch_1 = 0;
reg [13:0] buf_adc_dout_ch_2 = 0;
always @(posedge clk) begin
    if (!amp_busy) begin
        if (!old_sampling_clk && sampling_clk) begin
            adc_serial_cnt <= 0;
            clk_sync_ad_conv <= 1;
            adc_dout_ch_1 <= buf_adc_dout_ch_1;
            adc_dout_ch_2 <= buf_adc_dout_ch_2;
        end
        else begin
            if (adc_serial_cnt <= 34) begin
                clk_sync_ad_conv <= 0;
                adc_serial_cnt <= adc_serial_cnt + 1;
            end
        end
    end
    else begin
        adc_serial_cnt <= 0;
        adc_dout_ch_1 <= 0;
        adc_dout_ch_2 <= 0;
    end
    old_sampling_clk <= sampling_clk;
end
assign AD_CONV = clk_sync_ad_conv && clk;
always @(negedge clk) begin
    if (adc_serial_cnt >= 3 && adc_serial_cnt <= 16) begin
            buf_adc_dout_ch_1 <= {buf_adc_dout_ch_1[12:0], ADC_OUT};
    end
        if (adc_serial_cnt >= 19 && adc_serial_cnt <= 32) begin
            buf_adc_dout_ch_2 <= {buf_adc_dout_ch_2[12:0], ADC_OUT};  
    end
end
endmodule
### ./run.sh
#!/bin/bash
# OpenROAD 26Q1-2900-gdf79404cd8, Yosys 0.63+post, stock flow scripts
make -C /OpenROAD-flow-scripts/flow DESIGN_CONFIG=/design/flow/config.mk WORK_HOME=/design/flow/orfs finish
### ./config.mk
export PLATFORM = sky130hd
export DESIGN_NAME = ad_converter_amplifier
export DESIGN_NICKNAME = ad_converter_amplifier
export VERILOG_FILES = /design/flow/design.v
export SDC_FILE = /design/flow/constraint.sdc
export NUM_CORES = 4
export LEC_CHECK = 1
export CORE_UTILIZATION = 50
### ./constraint.sdc
current_design ad_converter_amplifier

set clk_period 4.5
set clk_io_pct 0.2

create_clock -name clk0 -period $clk_period [get_ports {clk}]

set non_clock_inputs [all_inputs -no_clocks]
set_input_delay [expr $clk_period * $clk_io_pct] -clock clk0 $non_clock_inputs
set_output_delay [expr $clk_period * $clk_io_pct] -clock clk0 [all_outputs]
==> results_dict.tcl <==
# place-and-route summary
set metrics [dict create \
    post_cts.resized_instances 0 \
    drt_iter0_markers 95 \
    worstSetupEndpoint "SPI_SCK" \
    setup_failing_eps_final 0 \
    seq_area_frac_synth 0.6859 \
    route.detailed.wl_per_inst_um 12.66 \
    numPortBuffers 43 \
    ys.warnings.count 1 \
    fraction_of_synthesis_flops_using_an_asynchronous_set_or_reset_pin 0 \
    die-area_um2 7194 \
    placementRows 29 \
    critical_path.reg2reg.endpoint "buf_adc_dout_ch_1[7]" \
    antenna_violating_nets_left 0 \
    worst_slew_margin_rel 0.5614 \
    synth-edff-count 51 \
    core-area_um2 6495 \
    final_util 0.6581 \
    reg2reg_depth 6 \
    routed_via_density 4.929 \
    synth_cell_type_count 34 \
    fraction_of_layout_cells_with_a_size_suffix_above_1 0.08800 \
    power.ir.vdd_worst_v 0.0002641 \
    leakagePower_nw 1.642 \
    die_h_um 84.82 \
    post-route-drc-count 0 \
    worstPathMaxFanout 10 \
    critPathMostFrequentCell "clkbuf_8" \
    cts-hold-fix-buffers 0 \
    timing.clock.skew_ps 74.87 \
    cp_num_buf_inv 5 \
    power.share.sequential 0.534 \
    timing.critical_path.depth 6 \
    hold_viol 0 \
    postSynth.topFlopCell "edfxtp_1" \
    cellPowerDensity_nw_per_um2 423.9 \
    syn-instance-count 291 \
    slew_viol_final 0 \
    core_util_floorplan 0.5280 \
    critPathArrivalTime_ps 3280 \
    die_x_um 84.82 \
    finalPower_w 0.001812 \
    hpwl_um 3574 \
    setup_tns_ps 0 \
    timing.critical_path.required_ps 3600 \
    regToRegStartpoint "adc_serial_cnt[0]" \
    path_delay_family "buffers and inverters" \
    yosys_cells 291 \
    critPathKind "clk2out" \
    place_inst 405 \
    worst_slew_pin_slew_ps 655.6 \
    yosys_reported_design_area_after_synthesis_um2 3430 \
    global_route_wire_length_before_repair_um 9673 \
    filler_cell_count 502 \
    rsz0062_at_grt "no" \
    run_status "finished, final reports clean" \
    p_switching_w 0.0004657 \
    insertion_delay_ps 520 \
    cts_setup_buffers 0 \
    tritoncts "built" \
    total_wire_length_after_detailed_routing_um 5721 \
    timing.max_cap.violations 0 \
    cp_slowest_stage_delay_ps 450 \
    first_global_vias 2108 \
    track_usage 0.1828 \
    grt_max_degree 35 \
    internal_power_w 0.001346 \
    ys_seq_elements 92 \
    fin_hold_ws_ps 424.0 \
    power.combinational.fraction 0.081 \
    critical_path.cell_chain "clkbuf_8 > clkbuf_8 > clkbuf_8 > inv_1 > o21ai_0 > clkdlybuf4s50_1" \
    cp-start-kind "clock port" \
    crit_slowest_cell "clkdlybuf4s50_1" \
    crit_path_end_kind "output port" \
    detailed_route_via_count 2228 \
    drt_first_pass_iters 21 \
    grt_antenna_before_repair 0 \
    clock_power_share 0.384 \
    critPathLaunch "clk" \
    gpl.final_weighted_congestion 0.7740 \
    top_level_ports 44 \
    post_synth.cell_area_avg_um2 11.79 \
    stage_log_warnings 31 \
    hold_class "reg2reg" \
    finalNonFillerCells 452 \
    num_antenna_cells 0 \
    mappedNetlistArea_um2 3430 \
    clock_input_transition_at_the_sequential_cells_of_the_worst_setup_and_hold_paths_ps 90 \
    swShare 0.2571 \
    ff2ff_setup_slack_ps 750 \
    grt_overflow_total 0 \
    area_growth_pct 24.63 \
]
## cell usage after synthesis (4+ instances only)
library cell / instances / area, µm²
nor2_1: 19 / 71.32
ha_1: 6 / 75.07
clkbuf_1: 8 / 30.03
edfxtp_1: 51 / 1531
xor2_1: 9 / 78.83
nand2b_1: 4 / 25.02
dfxtp_1: 41 / 820.8
inv_1: 13 / 48.80
nand2_1: 65 / 244.0
o21ai_0: 5 / 25.02
a21oi_1: 30 / 150.1
mux2_2: 4 / 45.04
## sequential cells by signal (all words and copies together) (netlist names), 4 cells and up
| register | cells |
|---|---|
| adc_dout_ch_1 | 14 |
| adc_dout_ch_2 | 14 |
| adc_serial_cnt | 6 |
| buf_adc_dout_ch_1 | 14 |
| buf_adc_dout_ch_2 | 14 |
| gain_bit_cnt | 4 |
| gains_buf | 8 |
| holf_off_cnt | 4 |
| old_gains | 8 |
## through the flow
stage	worst slack (ps)	area [µm²]
final	320.5	4274
after global routing	242.8	4274
after CTS	270.4	4274
after detailed placement	469.3	3941
after global placement	469.5	3941
after floorplan	117.8	3430
## power groups by stage
stage | clock network [W] | registers [W] | logic (W)
after CTS | 0.000717 | 0.000968 | 0.000150
after global routing | 0.000782 | 0.000975 | 0.000169
final | 0.000696 | 0.000968 | 0.000147
## final cells by class
cell class                 instances  area (µm²)  share of cell area
multi-input combinational        176       983.4              0.2301
clock buffer                      16       214.0             0.05006
tap                               77       96.34             0.02254
inverter                          12       45.04             0.01054
sequential                        92        2352              0.5504
clock inverter                    34       142.6             0.03337
timing repair buffer              45       440.4              0.1030
## cells in the final DEF, fill, tap and decap left out, types with 2 or more instances in the layout
cell / Yosys / routed
nand3_1: 3 / 3
and2_1: 3 / 3
dfxtp_1: 41 / 41
o21ai_0: 5 / 4
xnor2_1: 3 / 3
nand2_1: 65 / 65
nor2_1: 19 / 19
clkdlybuf4s50_1: 0 / 43
xor2_1: 9 / 9
nand2b_1: 4 / 4
a21oi_1: 30 / 30
nor4_1: 3 / 3
edfxtp_1: 51 / 51
a31oi_1: 2 / 2
mux2_4: 3 / 3
clkinv_2: 0 / 2
buf_4: 0 / 4
nand4b_1: 2 / 2
inv_1: 13 / 41
clkbuf_8: 0 / 12
nor3_1: 2 / 2
nor2b_1: 2 / 2
ha_1: 6 / 6
mux2_2: 4 / 4
inv_6: 0 / 2
## worst min path at each step
stage           startpoint        to  slack [ps]  depth (start not counted)
CTS           gains_buf[7]  SPI_MOSI         420                          0
global route  gains_buf[7]  SPI_MOSI         440                          0
finish        gains_buf[7]  SPI_MOSI         420                          0
## cells by family after synthesis
kind of cell    synth area share
simple gates              0.1361
flops                     0.6859
compound gates           0.06895
buf+inv                  0.02736
xor+xnor                 0.03065
mux                      0.02918
fa+ha+maj                0.02189
## metal layers
metal	track usage	wire, µm	share of wire	up-vias
met4	0.02928	57	0.010	0
met3	0.06417	349	0.061	4
met1	0.3169	2827	0.49	1030
met2	0.2520	2486	0.43	50
met5	0	0	0	-
li1	-	-	-	1144
Power figures rest on the tool's default switching activity, not on a simulated workload.
